[run.sh]
#!/bin/bash
# OpenROAD 26Q1-2900-gdf79404cd8, Yosys 0.63+post, stock flow scripts
make -C /OpenROAD-flow-scripts/flow DESIGN_CONFIG=/design/flow/config.mk WORK_HOME=/design/flow/orfs finish
[design.v]
module tinyalu (input [7:0] A,
		input [7:0] B,
		input [2:0] op,
		input clk,
		input reset_n,
		input start,
		output done,
		output [15:0] result);
   wire [15:0] 		      result_aax, result_mult;
   wire 		          start_single, start_mult;
   wire                   done_aax;
   wire                   done_mult;
   assign start_single = start & ~op[2];
   assign start_mult   = start & op[2];
   single_cycle and_add_xor (.A, .B, .op, .clk, .reset_n, .start(start_single),
			     .done(done_aax), .result(result_aax));
   three_cycle mult (.A, .B, .op, .clk, .reset_n, .start(start_mult),
		    .done(done_mult), .result(result_mult));
   assign done = (op[2]) ? done_mult : done_aax;
   assign result = (op[2]) ? result_mult : result_aax;
endmodule  
module single_cycle(input [7:0] A,
		   input [7:0] B,
		   input [2:0] op,
		   input clk,
		   input reset_n,
		   input start,
		   output logic done,
		   output logic [15:0] result);
  always @(posedge clk)
    if (!reset_n)
      result <= 0;
    else
      case(op)
		3'b001 : result <= {8'd0,A} + {8'd0,B};
		3'b010 : result <= {8'd0,A} & {8'd0,B};
		3'b011 : result <= {8'd0,A} ^ {8'd0,B};
		default : result <= {A,B};
      endcase  
   always @(posedge clk)
     if (!reset_n)
       done <= 0;
     else
       done <= ((start == 1'b1) && (op != 3'b000));
endmodule : single_cycle
module three_cycle(input [7:0] A,
		   input [7:0] B,
		   input [2:0] op,
		   input clk,
		   input reset_n,
		   input start,
		   output logic done,
		   output logic [15:0] result);
   logic [7:0] 			       a_int, b_int;
   logic [15:0] 		       mult1, mult2;
   logic 			       done1, done2, done3;
   always @(posedge clk)
     if (!reset_n) begin
	done  <= 0;
	done3 <= 0;
	done2 <= 0;
	done1 <= 0;
	a_int <= 0;
	b_int <= 0;
	mult1 <= 0;
	mult2 <= 0;
	result<= 0;
     end else begin  
	a_int  <= A;
	b_int  <= B;
	mult1  <= a_int * b_int;
	mult2  <= mult1;
	result <= mult2;
	done3  <= start & !done;
	done2  <= done3 & !done;
	done1  <= done2 & !done;
	done   <= done1 & !done;
     end  
endmodule : three_cycle
[config.mk]
export PLATFORM = sky130hd
export DESIGN_NAME = tinyalu
export DESIGN_NICKNAME = tinyalu
export VERILOG_FILES = /design/flow/design.v
export SDC_FILE = /design/flow/constraint.sdc
export NUM_CORES = 4
export LEC_CHECK = 1
export CORE_UTILIZATION = 50
[constraint.sdc]
current_design tinyalu

set clk_period 8.3
set clk_io_pct 0.2

create_clock -name clk0 -period $clk_period [get_ports {clk}]

set non_clock_inputs [all_inputs -no_clocks]
set_input_delay [expr $clk_period * $clk_io_pct] -clock clk0 $non_clock_inputs
set_output_delay [expr $clk_period * $clk_io_pct] -clock clk0 [all_outputs]
==> flow_summary.ini <==
; implementation run metrics
[place]
post-place-cells = 681
place_congestion = 0.891
number_of_input_and_output_port_buffers_inserted = 38
place_hpwl_mm = 7.89
place_area_um2 = 5630

[global_routing]
grt_busiest_layer = met1
met1_capacity_usage_during_global_routing = 0.350
global_route.overflow_total = 0
maximum_number_of_pins_on_one_net_before_global_route_repair = 69
via_count_of_the_first_global_routing_pass = 3426
first_pass_grt_wire_length_mm = 17.0
routing_usage_on_met2 = 0.345
initial_antenna_violation_count = 1
globalRouteTotalUtil = 0.221
globalRouteMet3Util = 0.0348

[clock_tree]
cts_buffer_depth = 2
numClockSinks = 85
cts_root_buffer = sky130_fd_sc_hd__clkbuf_8
post_cts.repair.setup_buffers = 0
htreeDepth = 3
hold_fix_buffers_cts = 0
post_cts_resize_count = 0
clock_latency_ps = 350
clock_buffer_count_from_cts = 9
tritoncts = yes
path_clk_slew_ps = 100

[detailed_routing]
drtAntennaViolNets = 0
routed_wl_mm = 10.2
remaining_routing_drc_violations = 0
viasPerCell = 5.08
diodes = 0
initial_drc_count = 91
vias = 3539
route.detailed.wl_per_inst_um = 14.7
pre_antenna_drt_iters = 4

[critical_path]
worst_ep_required_time_ps = 6640
reg2regPathDepth = 13
worst_path_maximum_fanout = 24
timing.critical_path.from_type = primary input
cp_num_buf_inv = 3
timing.critical_path.slowest_stage_cell = sky130_fd_sc_hd__clkdlybuf4s50_1
path_delay_family = buffers and inverters
setup.reg_to_reg.worst_slack_ps = 4070
worst-endpoint-arrival_ps = 3210
worst-setup-path-type = primary input to output pin
r2r_start = mult.a_int[3]
path_cells = clkdlybuf4s50_1 -> buf_4 -> mux2_2 -> clkdlybuf4s50_1
timing.rr.end = mult.mult1[12]
max_stage_delay_ps = 450
critPathMostFrequentCell = sky130_fd_sc_hd__clkdlybuf4s50_1
worstSetupEndpointType = output pin

[layout]
nFillCells = 846
final_cell_area_um2 = 5820
most-common-layout-cells = sky130_fd_sc_hd__and2_1 (106), sky130_fd_sc_hd__dfxtp_1 (85), sky130_fd_sc_hd__inv_1 (53)
final_cells = 697
area_growth_syn_to_layout_pct = 13.7
utilization = 0.590
most_used_logic_cell_in_the_final_layout = sky130_fd_sc_hd__and2_1
post_route_cells_drive_above_1_share = 0.0922

[sta]
skew_ps = 11.6
hold_viol = 0
grt_setup_unrepaired = no
setup_viol_count_final = 0
worst_slew_pin_slew_ps = 741
finalClockPeriodUsage = 0.587
period_needed_ps = 4870
final_max_slew_viol_count = 0
max-slew-margin-rel = 0.505
totalNegativeSetupSlack_ps = 0
fmax_mhz = 205

[power_and_ir_drop]
vdd.ir_drop.worst_v = 0.000135
power_density_nw_per_um2 = 153
power_uw = 893
leakage_uw = 0.00271

[synthesis]
post_synth.cell_area_avg_um2 = 9.85
ys_cells = 520
yosys_chip_area_um2 = 5120
synth.lib_cells_used.distinct = 55
ys_seq_elements = 85
synth-main-ff-cell = sky130_fd_sc_hd__dfxtp_1
netlist_area_um2 = 5120
synth-async-reset-ratio = 0
syn-instance-count = 520
yosys.stat.seqShare = 0.332
edf_count = 0
ys.warnings.count = 2

[min_path]
worstHoldStart = mult.done3
hold_path.class = flip-flop to flip-flop
hold_end = mult.done2
min_path_cells = 1

[floorplan]
placementRows = 36
chipArea_um2 = 10700
die.size.x_um = 103
dieHeight_um = 103
core_region_area_um2 = 9860
floorplanUtilization = 0.519
pin_count = 39

[flow_run]
warnings = 26
timing.max_cap.violations = 0

[outcome]
outcome = finished clean
final cells by class:
type | count | area, um^2 | area share
Sequential cell | 85 | 1700 | 0.292
Multi-Input combinational cell | 369 | 3170 | 0.544
Clock inverter | 7 | 68.8 | 0.0118
Inverter | 54 | 203 | 0.0348
Clock buffer | 9 | 124 | 0.0213
Tap cell | 133 | 166 | 0.0286
Timing Repair Buffer | 40 | 390 | 0.0670
cells by family after synthesis:
logic type | Yosys count | share of synthesized area
simple gates | 185 | 0.210
flops | 85 | 0.332
fa+ha+maj | 81 | 0.252
compound gates | 72 | 0.0940
buf+inv | 66 | 0.0493
mux | 21 | 0.0457
xor+xnor | 10 | 0.0171
power by group:
group / switching, uW / internal (uW)
registers: 13.4 / 431
logic: 85.5 / 77.0
clock network: 167 / 119
worst max-delay path by stage:
stage / slack (ps) / cells past startpoint / from / to
finish: 3430 / 4 / op[2] / result[11]
global route: 3340 / 4 / op[2] / result[4]
CTS: 3420 / 4 / op[2] / result[11]
through the flow:
stage               worst slack, ps  hold WS (ps)
finish                         3430           434
floorplan                      4460           406
global route                   3340           447
global placement               3450           411
CTS                            3420           437
detailed placement             3420           415
registers in the layout, indices dropped and copies added, names as in the netlist, 8 cells and up:
signal              cells
mult.result            16
and_add_xor.result     16
mult.b_int              8
mult.mult1             16
mult.a_int              8
mult.mult2             16
metal layers:
| metal | routed length [um] | vias up |
|---|---|---|
| met5 | 0 | - |
| met1 | 5000 | 1671 |
| met2 | 4680 | 75 |
| met3 | 442 | 8 |
| met4 | 113 | 0 |
| li1 | - | 1785 |
Yosys cell counts (all sizes together) (2+ instances only):
cell     instances  area, um^2
nor3b            2        15.0
inv             54         203
o211ai           3        27.5
nor2b            9        56.3
and2           106         663
o21bai           2        15.0
nor2            17        66.3
mux2            19         214
o22ai            5        31.3
a211o            2        17.5
xor2             7        61.3
or3              2        17.5
nand3            4        20.0
nor3             5        35.0
o31ai            2        20.0
o21ai           13        65.1
a211oi           3        32.5
mux2i            2        20.0
dfxtp           85        1700
and3             5        31.3
xnor2            3        26.3
nand2b           5        38.8
nand2           25        96.4
a21o             5        37.5
nand3b           2        15.0
fa              37         741
o2bb2ai          2        17.5
a31oi            3        18.8
o311ai           2        17.5
a21oi           24         124
buf              3        15.0
ha              44         551
clkbuf           9        35.0
Power and IR drop assume default switching activity.
