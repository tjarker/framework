<file path="constraint.sdc">
current_design toplevel

set clk_period 8.5
set clk_io_pct 0.2

create_clock -name clk0 -period $clk_period [get_ports {clk_in}]

set non_clock_inputs [all_inputs -no_clocks]
set_input_delay [expr $clk_period * $clk_io_pct] -clock clk0 $non_clock_inputs
set_output_delay [expr $clk_period * $clk_io_pct] -clock clk0 [all_outputs]
</file>
<file path="design.v">
module student_ss_1 #(
    parameter                 APB_AW  = 10,
    parameter                 APB_DW  = 32
) (
    input  logic [APB_AW-1:0] PADDR,
    input  logic              PENABLE,
    input  logic              PSEL,
    input  logic [APB_DW-1:0] PWDATA,
    input  logic              PWRITE,
    output logic [APB_DW-1:0] PRDATA,
    output logic              PREADY,
    output logic              PSLVERR,
    input  logic              clk_in,
    output logic              irq_1,
    input  logic              reset_int,
    input  logic              irq_en_1,
    input  logic [7:0]        ss_ctrl_1,
    input  logic [3:0]        pmod_0_gpi,
    output logic [3:0]        pmod_0_gpo,
    output logic [3:0]        pmod_0_gpio_oe,
    input  logic [3:0]        pmod_1_gpi,
    output logic [3:0]        pmod_1_gpo,
    output logic [3:0]        pmod_1_gpio_oe
);
  logic [31:0] field_0;
  logic [31:0] field_1;
  logic PSLVERR_reg;
  logic [31:0] PRDATA_reg;
  logic PREADY_reg;
  always_ff @(posedge clk_in or negedge reset_int)
   begin: output_w_r
    if (~reset_int) begin
      PSLVERR_reg <=1'b0;
      PRDATA_reg  <='d0;
      PREADY_reg  <=1'b0;
      field_0 <= 32'd0;
      field_1 <= 32'd0;
    end
    else begin
      field_1[7:4] <= pmod_1_gpi;
      if(PSEL) begin
        if (PREADY_reg == 1 && PSLVERR_reg == 1 ) begin
          PSLVERR_reg <= 1'b0;
          PREADY_reg <= 1'b0;
        end
        else if (PREADY_reg == 1) begin
          PREADY_reg <= 1'b0;
        end
        else if(PWRITE) begin  
            if(PADDR == 0) begin
              field_0 <= PWDATA;
              PSLVERR_reg <= 1'b0;
              PREADY_reg  <= 1'b1;
            end
            else begin  
                PSLVERR_reg <= 1'b0;
                PREADY_reg  <= 1'b0;
            end
        end
        else begin  
            if(PADDR == 0) begin
              PRDATA_reg <= field_0;
              PSLVERR_reg <= 1'b0;
              PREADY_reg  <= 1'b1;
            end
            if(PADDR == 4) begin
              PRDATA_reg <= field_1;
              PSLVERR_reg <= 1'b0;
              PREADY_reg  <= 1'b1;
            end
        end
      end
      else begin  
        PSLVERR_reg <= 1'b0;
        PREADY_reg  <= 1'b0;
      end
    end
  end
  always_comb
    begin : output_assignment
    PSLVERR = PSLVERR_reg;
    PRDATA  = PRDATA_reg;
    PREADY  = PREADY_reg;
    pmod_0_gpo = field_0 [3:0];
  end
  assign irq_1 = 1'b0;
  assign pmod_0_gpio_oe = 4'h0;
  assign pmod_1_gpio_oe = 4'hF;
  assign pmod_1_gpo = 4'h0;  
endmodule
module toplevel #(
    parameter                 APB_AW  = 10,
    parameter                 APB_DW  = 32
) (
    input  logic [APB_AW-1:0] PADDR,
    input  logic              PENABLE,
    input  logic              PSEL,
    input  logic [APB_DW-1:0] PWDATA,
    input  logic              PWRITE,
    output logic [APB_DW-1:0] PRDATA,
    output logic              PREADY,
    output logic              PSLVERR,
    input  logic              clk_in,
    output logic              irq,
    input  logic              reset_int,
    input logic              irq_en,
    input logic [7:0]        ss_ctrl,
    input  logic [3:0] pmod_0_gpi,
    output logic [3:0] pmod_0_gpo,
    output logic [3:0] pmod_0_gpio_oe,
    input  logic [3:0] pmod_1_gpi,
    output logic [3:0] pmod_1_gpo,
    output logic [3:0] pmod_1_gpio_oe
);
student_ss_1 student_ss_1(
        .PADDR               (PADDR),
        .PENABLE             (PENABLE),
        .PSEL                (PSEL),
        .PWDATA              (PWDATA),
        .PWRITE              (PWRITE),
        .PRDATA              (PRDATA),
        .PREADY              (PREADY),
        .PSLVERR             (PSLVERR),
        .clk_in              (clk_in),
        .irq_1               (irq),
        .reset_int           (reset_int),
        .pmod_0_gpi          (pmod_0_gpi),
        .pmod_0_gpio_oe      (pmod_0_gpio_oe),
        .pmod_0_gpo          (pmod_0_gpo),
        .pmod_1_gpi          (pmod_1_gpi),
        .pmod_1_gpio_oe      (pmod_1_gpio_oe),
        .pmod_1_gpo          (pmod_1_gpo),
        .irq_en_1            (irq_en),
        .ss_ctrl_1           (ss_ctrl)
    );
endmodule
</file>
<file path="config.mk">
export PLATFORM = sky130hd
export DESIGN_NAME = toplevel
export DESIGN_NICKNAME = toplevel
export VERILOG_FILES = /design/flow/design.v
export SDC_FILE = /design/flow/constraint.sdc
export NUM_CORES = 4
export LEC_CHECK = 1
export CORE_UTILIZATION = 40
</file>
<file path="run.sh">
#!/bin/bash
# OpenROAD 26Q1-2900-gdf79404cd8, Yosys 0.63+post, stock flow scripts
make -C /OpenROAD-flow-scripts/flow DESIGN_CONFIG=/design/flow/config.mk WORK_HOME=/design/flow/orfs finish
</file>
==> GITHUB_STEP_SUMMARY <==
### Flow metrics

| Metric | Value |
|---|---|
| Sequential fraction of the synthesis area | 57.9% |
| Leakage Power | around 1.9 nW |
| Site Rows | 31 |
| Startpoint types | input pin |
| CP Data Required Time | a little under 9 ns |
| Ratio of cells with drive above 1 in the final layout | about a fifth |
| Critical path buffers and inverters | 2 |
| Worst-case clock buffer depth | 2 |
| Mapped Area | 2980 um^2 |
| Count leader, synth | dfrtp_1 |
| RSZ-0062 raised after global routing | false |
| CP top delay family | simple AND/OR/NAND/NOR gates |
| Gr usage total | 15.6% |
| Post-detail-place hpwl | 3560 um |
| Ys flop type | dfrtp_1 |
| Post-CTS setup buffers | 0 |
| Critical Path AT | 4.21 ns |
| Number of global-route vias before repair | 1,908 |
| CTS tree | done |
| Final Max Slew Viols | 0 |
| Fin Clk Skew | just under 0.006 ns |
| Clock share of power | ~47% |
| Top cells by count | dfrtp_1, mux2_2, inv_1, mux2i_1, nand2_1 |
| Clk latency late pin | 0.33 ns |
| CTS Buf Count | 9 |
| Critical path fanouts, max | 23 |
| Fmax | 0.253 GHz |
| Routed len/inst | 13.0 um |
| H-tree levels | 3 |
| Post-placement cell count | 407 |
| CP max-delay cell | nor4_4 |
| Status | finished clean |
| Crit-path cells | clkdlybuf4s50_1 -> or4_4 -> nor4_4 -> buf_4 -> mux2i_1 |
| Drt drc | 0 |
| Iter 0 DRT Violations | 76 |
| Clock transition at path regs | 0.07 ns |
| Power Total | 0.719 mW |
| Worst VDD drop | 0.0897 mV |
| Flops after synth | 69 |
| Synth area leader | dfrtp_1 |
| Finished Core Util | 56.9% |
| Routability cong. | 0.681 |
| Hold-fix buffers at CTS | 0 |
| Setup Viol. Count Final | 0 |
| Ys async rst share | about 100% |
| ANT cells | 0 |
| EDFF count, synth | 0 |
| Part of the power in registers | 46.8% |
| Grt ovf | 0 |
| Chip area | 7800 um^2 |
| Core area | 7210 um^2 |
| DR vias | 1,880 |
| Synthesis-to-finish area growth | 37.6% |
| IO Port Bufs | about 86 |
| Ys cells | 232 |
| Power Dens Cells | 175 nW/um^2 |
| Syn Inst Count | 232 |
| Area share, top type | 57.9% |
| Top Ports | 115 |
| Final-layout fill cell count | ~620 |
| Final non-filler cell total | approximately 420 |
| Internal | ~0.58 mW |
| First-pass DRT Iterations | 4 |
| Sw Share | 20.0% |
| CP max stage delay | 0.77 ns |
| Die Y | just under 90 um |
| Crit end category | flop |
| Setup WS post-layout | 4.54 ns |
| Yosys stat area | 2980 um^2 |
| Top cells, area | dfrtp_1, mux2_2, mux2i_1 |
| Worst-margin pin slew | 0.822 ns |
| Largest net degree at the start of global routing | 57 |
| CTS sink count | roughly 70 |
| Setup TNS | 0 ns |
| Cell variety after synth | 16 |
| Sw power | 0.144 mW |
| Core utilization at floorplan | between 40% and 50% |
| Hold Crit Class | flop to flop |
| Initial antenna violation count | 0 |
| Headroom to the max-slew limit | 44.8% |
| Max-capacitance violation count | 0 |
| OpenROAD warning count | 39 |
| Number of gates resized after CTS | 0 |
| Die W | just under 90 um |
| Clock root buffer | clkbuf_8 |
| Crit path kind | input pin to flop |
| Total length of routed wires | 5510 um |
| Fin crit share | 46.6% |
| First-pass GRT wire length | 9050 um |
| Post-Place Worst Slack | about 4.2 ns |
| Avg Inst Size Synth | 12.9 um^2 |
| Post-DRT Antenna Nets | 0 |
| Minimum clock period | 3.96 ns |
| Synth warn | 1 |
| Gate power share | approximately 6.5% |
| Final Hold Viols | 0 |
| DR vias/cell | 4.44 |
per-stage QoR:
step                      area [um^2]  hold slack, ns
final                            4100           0.486
after CTS                        4100           0.491
after floorplan                  3030           0.433
after global placement           3840           0.467
after global routing             4100           0.504
after detailed placement         3840           0.471
power by group through the flow:
stage         sequential, mW  clock [mW]  combinational, mW
CTS                    0.337       0.346             0.0483
global route           0.337       0.358             0.0523
finish                 0.337       0.336             0.0469
cells by family after synthesis:
family,count (synthesis),share of synthesized area [%]
simple gates,37,6.71
mux,68,24.5
compound gates,1,0.294
flops,69,57.9
other cells,2,0.252
buf+inv,55,10.3
area by class of cell:
type	instances	area (um^2)	share of cell area, %
inverter	28	105	2.56
multi-input combinational	120	992	24.2
clock inverter	5	106	2.59
timing repair buffer	91	896	21.8
sequential	69	1730	42.1
clock buffer	11	151	3.69
tap	99	124	3.02
final timing paths:
| check | to | slack [ns] | depth (start not counted) | startpoint |
|---|---|---|---|---|
| min reg2reg | student_ss_1.field_0[5] | 0.49 | 1 | student_ss_1.field_0[5] |
| min in group asynchronous | student_ss_1.field_0[15] | 1.19 | 1 | reset_int |
| max in group asynchronous | student_ss_1.field_0[7] | 6.35 | 2 | reset_int |
| min | student_ss_1.field_0[5] | 0.49 | 1 | student_ss_1.field_0[5] |
| max | student_ss_1.PRDATA_reg[27] | 4.54 | 5 | PADDR[9] |
| max reg2reg | student_ss_1.PRDATA_reg[27] | 5.99 | 4 | student_ss_1.PREADY_reg |
per-layer routing:
metal | track usage, % | up-vias | wire (um)
met3 | 4.26 | 6 | 448
met2 | 23.1 | 67 | 2410
met5 | 0 | - | 0
met1 | 24.4 | 906 | 2590
li1 | - | 901 | -
met4 | 2.64 | 0 | 59
cells in the final DEF, fill, tap and decap left out, types with 6 or more instances in the layout:
cell              n
buf_4             6
mux2_2           37
inv_1            28
conb_1           14
dfrtp_1          69
clkbuf_8         11
clkdlybuf4s50_1  85
mux2i_1          28
nand2_1          28
Power is estimated from default activity; no workload was simulated.
